--- flow/run.sh ---
#!/bin/bash
# OpenROAD 26Q1-2900-gdf79404cd8, Yosys 0.63+post, stock flow scripts
make -C /OpenROAD-flow-scripts/flow DESIGN_CONFIG=/design/flow/config.mk WORK_HOME=/design/flow/orfs finish
--- flow/config.mk ---
export PLATFORM = sky130hd
export DESIGN_NAME = BCD
export DESIGN_NICKNAME = BCD
export VERILOG_FILES = /design/flow/design.v
export SDC_FILE = /design/flow/constraint.sdc
export NUM_CORES = 4
export LEC_CHECK = 1
export CORE_AREA = 10 10 70 70
export DIE_AREA = 0 0 80 80
--- flow/constraint.sdc ---
current_design BCD

set clk_period 4.9
set clk_io_pct 0.2

create_clock -name clk0 -period $clk_period

set non_clock_inputs [all_inputs -no_clocks]
set_input_delay [expr $clk_period * $clk_io_pct] -clock clk0 $non_clock_inputs
set_output_delay [expr $clk_period * $clk_io_pct] -clock clk0 [all_outputs]
--- flow/design.v ---
`timescale 1ns / 1ps
module BCD(
    input [7:0] Bin,
    output reg [3:0] huns,
    output reg [3:0] tens,
    output reg [3:0] ones
    );
	 integer i;
	 reg [19:0] i_reg;
	 always@(*) begin
		i_reg = 20'b0;
		i_reg[7:0] = Bin;
		for(i=0;i<8;i=i+1) begin
			if(i_reg[11:8] >= 5) 
				i_reg[11:8]=i_reg[11:8]+3;  
			if(i_reg[15:12] >= 5)
				i_reg[15:12]=i_reg[15:12]+3;  
			if(i_reg[19:16] >= 5)
				i_reg[19:16]=i_reg[19:16]+3;  
			i_reg = i_reg << 1;  
		end
		huns = i_reg[19:16];
		tens = i_reg[15:12];
		ones = i_reg[11:8];
	 end
endmodule
==> insert_results.sql <==
-- load yosys + openroad results
INSERT INTO impl_metrics (metric_group, metric, value, unit) VALUES
('routing', 'first_iter_violations', '57', ''),
('setup_path', 'cpPeakStageDelay', '0.37', 'ns'),
('floorplan', 'floorplan.core_util', '31.50', '%'),
('setup_path', 'setup.worst_path.start_class', 'primary input', ''),
('floorplan', 'chip_area', '6400', 'um^2'),
('sta', 'final.hold.worst_slack', '1.960', 'ns'),
('setup_path', 'critPathKind', 'primary input to primary output', ''),
('setup_path', 'cp.arrival', '5.08', 'ns'),
('sta', 'hold_viol_final', '0', ''),
('sta', 'maxSlewHeadroom', '65.02', '%'),
('sta', 'grt_setup_unrepaired', 'yes', ''),
('clock_network', 'ctsHoldBuffers', '0', ''),
('yosys', 'postSynthAreaPerCell', '7.126', 'um^2'),
('yosys', 'yosys_area', '1076', 'um^2'),
('final_layout', 'layout.clock_buffers', '0', ''),
('floorplan', 'ioPinCount', '20', ''),
('routing', 'detail_route.wirelength.met1', '1.942', 'mm'),
('sta', 'worst-slew-pin-transition', '0.5101', 'ns'),
('yosys', 'netlist.area_leader.share', '10.47', '%'),
('grt', 'grt_first_pass_wirelength', '6.244', 'mm'),
('setup_path', 'worstPathMaxFanout', '3', ''),
('power_and_ir_drop', 'ir_worst_vdd', '0.1165', 'mV'),
('routing', 'drt-pass1-iter-count', '4', ''),
('place', 'place_ws', '-2.059', 'ns'),
('sta', 'final_slew_viol_count', '0', ''),
('setup_path', 'crit_path_end_kind', 'primary output', ''),
('grt', 'pin_count_of_the_biggest_net_entering_global_routing', '13', ''),
('floorplan', 'core.rowCount', '21', ''),
('grt', 'antenna_found_initial', '0', ''),
('sta', 'finalSetupViolations', '9', ''),
('final_layout', 'final_area', '2242', 'um^2'),
('floorplan', 'die-height', '80', 'um'),
('sta', 'max_freq', '164.9', 'MHz'),
('status', 'outcome', 'finished with violations', ''),
('floorplan', 'coreArea', '3416', 'um^2'),
('grt', 'first_global_vias', '1375', ''),
('setup_path', 'cpMaxStageDelayCell', 'or3_4', ''),
('min_path', 'hold_start', 'Bin[0]', ''),
('sta', 'timing.setup.tns', '-7.114', 'ns'),
('flow_run', 'max_cap_violations', '0', ''),
('yosys', 'yosys_cells', '151', ''),
('yosys', 'sequential_to_total_area_share_from_yosys_stat', '0', '%'),
('place', 'place.detailed.hpwl', '2.552', 'mm'),
('power_and_ir_drop', 'totalPowerFinal', '0.6455', 'mW'),
('status', 'failed_checks', 'negative setup slack', ''),
('yosys', 'yosys_warns', '1', ''),
('yosys', 'synthesis.instances', '151', ''),
('grt', 'grt-ovfl-total', '0', ''),
('min_path', 'path_class_of_the_lowest_slack_min_delay_path', 'primary input to primary output', ''),
('place', 'portBuffers', '16', ''),
('flow_run', 'count_of_tool_warnings', '38', ''),
('routing', 'detail_route.drc_violations', '0', ''),
('routing', 'wire_per_inst', '13.20', 'um'),
('final_layout', 'post_route_cells_drive_above_1_share', '64.52', '%'),
('min_path', 'whs_endpoint', 'ones[0]', ''),
('routing', 'num_antenna_cells', '0', ''),
('final_layout', 'regArea', '0', 'um^2'),
('place', 'place_congestion', '0.8760', ''),
('routing', 'route.antenna.remaining_nets', '0', ''),
('routing', 'met2_wire_length', '1.849', 'mm'),
('sta', 'final.period_utilization', '123.8', '%'),
('min_path', 'hold_depth', '0', ''),
('power_and_ir_drop', 'powerDensity', '287.9', 'nW/um^2'),
('routing', 'post_drt_via_cell_ratio', '5.211', ''),
('yosys', 'synth_area', '1076', 'um^2'),
('routing', 'met3_wirelength', '88', 'um'),
('sta', 'post-route-min-period', '6.064', 'ns'),
('routing', 'wirelength', '3.880', 'mm'),
('yosys', 'yosysTopAreaCell', 'ha_1', ''),
('power_and_ir_drop', 'power_leakage', '0.9954', 'nW'),
('grt', 'grt.total_usage', '10.99', '%'),
('final_layout', 'layout_area_growth_over_synthesis', '108.4', '%'),
('sta', 'fin_ws', '-1.164', 'ns'),
('yosys', 'ys_types', '51', ''),
('setup_path', 'required', '3.92', 'ns'),
('final_layout', 'n_sequential_cell', '0', ''),
('setup_path', 'worst_path_most_repeated_cell', 'ha_4', ''),
('routing', 'dr_total_vias', '1532', ''),
('yosys', 'netlist_top_cells_area', 'ha_1 (10%), nand2_1 (5.9%), mux2i_1 (5.6%)', ''),
('routing', 'top_signal_layer_used', 'met3', ''),
('place', 'post_dp_cell_area', '1802', 'um^2'),
('floorplan', 'floorplan.die.width', '80', 'um');
-- cell usage after synthesis (2+ instances only) --
cell and count:
nand2_1 17, nor2_1 12, a21oi_1 10, ha_1 9, inv_1 9, o21ai_0 9
nor3_1 8, mux2i_1 6, xnor2_1 4, a211oi_1 3, buf_4 3, mux2_2 3
nand3_1 3, o211ai_1 3, o221ai_1 3, a21o_1 2, a21oi_2 2, a221o_1 2
a22oi_1 2, a31oi_1 2, and3_1 2, clkbuf_1 2, mux2_4 2, mux2i_2 2
nand2b_1 2, nand4_1 2, nor2b_1 2, or3_1 2
-- cell usage in the layout, fill, tap and decap left out, types with 4 or more instances in the layout --
cell	instances
o21ai_2	4
inv_1	5
buf_2	6
buf_6	16
a21oi_2	4
a21oi_1	5
nor2_1	9
mux2_4	4
clkdlybuf4s50_1	4
nor3_1	7
mux2i_1	5
ha_4	5
ha_2	4
buf_4	73
nand2_1	15
dlygate4sd2_1	4
-- how the worst max path moves through the flow --
| stage | endpoint | depth (start not counted) | slack [ns] | startpoint |
|---|---|---|---|---|
| global route | tens[2] | 27 | -1.44 | Bin[5] |
| CTS | tens[2] | 27 | -1.25 | Bin[5] |
| finish | tens[2] | 26 | -1.16 | Bin[5] |
-- power by group --
part	switching, mW	total (mW)	internal [mW]
Combinational	0.280	0.645	0.366
Clock	0	0	0
Sequential	0	0	0
-- worst max-delay path, delay by kind of cell --
| family | cells | cell delay [ns] |
|---|---|---|
| adder cells (fa/ha/maj) | 5 | 0.84 |
| multiplexers | 3 | 0.76 |
| XOR/XNOR | 2 | 0.37 |
| buffers and inverters | 6 | 0.63 |
| AND-OR/OR-AND | 4 | 0.44 |
| AND/OR/NAND/NOR | 6 | 1.06 |
-- logic make-up (layout without fill, tap and decap cells) --
group | after synthesis | in the layout | synth area share (%)
simple gates | 57 | 57 | 26.63
compound gates | 50 | 50 | 36.75
buf+inv | 16 | 112 | 7.441
mux | 14 | 14 | 15.12
fa+ha+maj | 9 | 9 | 10.47
xor+xnor | 4 | 4 | 3.255
other cells | 1 | 2 | 0.3485
-- metal layers --
layer | track usage (%) | vias up
met2 | 17.90 | 25
met4 | 0.5282 | 0
met5 | 0 | -
li1 | - | 769
met3 | 0.4545 | 0
met1 | 16.26 | 738
-- layout make-up --
type | count | area (um^2)
inverters | 9 | 40.04
multi-input cells | 136 | 1311
fillers | 246 | 1174
well taps | 46 | 57.56
repair buffers | 103 | 833.3
-- through the flow --
step           cells  utilization (%)
3_5_place_dp     262            52.75
2_1_floorplan    152                -
5_1_grt          294            65.64
6_report         294            65.64
3_3_place_gp     262            52.75
4_1_cts          286            61.61
-- timing repair --
action | 4_1_cts | 5_1_grt
setup buffers | 25 | 9
cloned | 0 | 0
setup endpoints to repair | 9 | 9
resized | 74 | 16
pin swaps | 32 | 18
Power is estimated from default activity; no workload was simulated.
