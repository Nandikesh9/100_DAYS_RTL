==> /design/flow/design.v <==
`timescale 1ns / 1ps
module BCD_2_Bin(
    input [3:0] huns,tens,units,
    output reg [9:0] Bout  
    );
	 always@(*) begin
		 Bout = (huns <<6)	 + (huns << 5) + (huns << 2) + (tens << 3) + (tens << 1) + units;
	 end
endmodule
==> /design/flow/run.sh <==
#!/bin/bash
# OpenROAD 26Q1-2900-gdf79404cd8, Yosys 0.63+post, stock flow scripts
make -C /OpenROAD-flow-scripts/flow DESIGN_CONFIG=/design/flow/config.mk WORK_HOME=/design/flow/orfs finish
==> /design/flow/config.mk <==
export PLATFORM = sky130hd
export DESIGN_NAME = BCD_2_Bin
export DESIGN_NICKNAME = BCD_2_Bin
export VERILOG_FILES = /design/flow/design.v
export SDC_FILE = /design/flow/constraint.sdc
export NUM_CORES = 4
export LEC_CHECK = 1
export CORE_AREA = 10 10 70 70
export DIE_AREA = 0 0 80 80
==> /design/flow/constraint.sdc <==
current_design BCD_2_Bin

set clk_period 7.2
set clk_io_pct 0.2

create_clock -name clk0 -period $clk_period

set non_clock_inputs [all_inputs -no_clocks]
set_input_delay [expr $clk_period * $clk_io_pct] -clock clk0 $non_clock_inputs
set_output_delay [expr $clk_period * $clk_io_pct] -clock clk0 [all_outputs]
==> COMMIT_EDITMSG <==
Update PnR metrics after Yosys + OpenROAD run

- The flow ran to the end, and the final reports show no timing, DRC or antenna violations.
* Remaining Overflow, GRT: 0
* Post-synthesis instance area: 563 um^2
- According to the I/O placement log, the pin count is 22.
- MaxCap Viol Count: 0
- Count of antenna diodes in the layout: 0
* Share of the clock period used by the worst path after layout: 88.2%
- Routing usage on met3: 1.48%
- Per the final report, max-transition violations number 0.
* DPL Wire Length: 1.21 mm
* YS chip area: 563 um^2
- Maximum achievable frequency: 0.158 GHz
* Total via count in the routed design: 444
- Cell type with the largest total area: ha_1
- Global route hottest layer: met2
* Total length of routed wires: 1.28 mm
- Final critical-path required period: 6.35 ns
- Area of the die: 6400 um^2
* Number of remaining DRC errors: 0
- Per the repair_timing log after CTS, setup buffers inserted total 0.
- Vertical extent of the die: 80 um
- The OpenROAD report gives the critical path a data arrival time of 4.91 ns.
* Leading post-synthesis cells by instance count: 18 x inv_1, 15 x ha_1, 7 x fa_1
- GP Congestion: 0.775
- Sum of internal, switching and leakage power: 0.000115 W
* Worst slew margin relative to its limit: 84.8%
- The first global-routing pass estimated 2.28 mm of wire.
- Floorplan row count: 21
- Detailed-router iteration count before antenna repair: 5
- According to the floorplan report, the placeable core area is 3420 um^2.
- The number of sequential cells reported for the layout is 0.
- Worst-margin pin slew: 0.227 ns
* Share of layout cells above drive strength 1: 2.44%
* Final setup violation count: 0
- After routing, the total negative slack on setup checks comes to 0 ns.
- Entering global routing, the biggest net connects 6 pins.
- Per the synthesis report, the single largest cell type by area occupies 33.3% of cell area.
- Area occupied by registers: 0 um^2
* Data required, critical path: 5.76 ns
- After detailed routing, the number of vias per cell comes to 3.47.
- Final cell count without fillers: 128
- Per the summary, power density relative to cell area is 142 nW/um^2.
- Total of cells resized after clock tree synthesis: 0
- Relative to the synthesized area, the layout overhead comes to 44.4%.
- Lkg Pwr: 0.401 nW
- Path type of the worst setup path: in -> out
- Input and output buffers added on the ports amount to 20.
- The tool warning count for the run is 32.
* GRT met1 Usage: 5.81%
* Count of clock buffers in the final design: 0
- In this run the remaining antenna-violating nets after routing total 0.
- Cell types with the largest area share after synthesis: ha_1 33%, fa_1 25%, inv_1 12%
- Max rail drop VDD: 0.0422 mV
- Per the detail_route report, routed wire per instance is 9.98 um.
- Counting endpoints that fail hold in the final report gives 0.
- Synth warnings: 1
- Number of distinct library cells after synthesis: 20
- The worst setup path is launched from a primary input.
* Total cells reported by yosys after synthesis: 63
* Via count of the first global-routing pass: 499
- The synthesized instance count is 63.
* Initial Util: 16.5%
* Sequential cell area fraction in the yosys report: 0%
* Most frequent cell after synthesis: inv_1
* Unrepaired setup endpoints after global routing: no
- The report puts the hold buffer count at CTS at 0.
- The number of placed instances, taps included, is 128.
- Per the post-synthesis stats, the area per cell is 8.94 um^2.
- Antenna violations before repair: 0
- Global Route Usage Sum: 4.26%
* Class of the tightest hold or removal check: in -> out
- The worst setup path is captured at a primary output.
- Die extent in x: 80 um
- Routing resource usage on met2 recorded by global route was 6.74%.
- Max fanout on the critical path was recorded as 3.
- Final design utilization: 23.8%
- Starting DRT DRC Count: 11
==> critical path, stage by stage <==
cell and delay, ns:
clkdlybuf4s50_1 0.49, inv_1 0.09, fa_1 0.54, inv_1 0.06, fa_1 0.50, ha_1 0.19
inv_1 0.06, fa_1 0.43, nor2b_4 0.13, o31a_1 0.16, o32ai_1 0.09, a311oi_1 0.21
clkdlybuf4s50_1 0.51
==> layout make-up <==
cell class | instances | area [um^2]
timing repair buffer | 20 | 200
tap | 46 | 57.6
multi-input combinational | 44 | 488
fill | 368 | 2600
inverter | 18 | 67.6
==> stage by stage <==
| step | setup WS (ns) | area [um^2] | hold WS, ns |
|---|---|---|---|
| 2_1_floorplan | 2.06 | 563 | 2.95 |
| 3_3_place_gp | 0.845 | 813 | 2.88 |
| 3_5_place_dp | 0.815 | 813 | 2.88 |
| 4_1_cts | 0.805 | 813 | 2.88 |
| 5_1_grt | 0.659 | 813 | 2.88 |
| 6_report | 0.852 | 813 | 2.88 |
==> power by group <==
part	internal [W]	total [W]	switching, W	leakage (nW)
sequential	0	0	0	0
clock	0	0	0	0
combinational	0.0000725	0.000115	0.0000428	0.401
==> logic make-up (layout without fill, tap and decap cells) <==
group / count (synthesis) / after routing / share of synthesized area (%)
buffers and inverters: 19 / 38 / 13.3
xor gates and xnor gates: 4 / 4 / 7.56
adders and majority gates: 22 / 22 / 58.2
AOI/OAI and AO/OA: 12 / 12 / 14.4
and+or+nand+nor: 6 / 6 / 6.44
==> routing by layer <==
layer  part of all wire, %  wire length (um)
met3                    12               154
met4                     0                 0
met2                    42               543
met5                     0                 0
met1                    45               580
==> worst paths after layout <==
path	end	cells after the start	start	slack (ns)
worst max-delay path	Bout[9]	13	huns[1]	0.85
worst min-delay path	Bout[0]	0	units[0]	2.88
==> placed cells by master, fill, tap and decap left out <==
master / count
xnor2_1: 3
clkdlybuf4s50_1: 20
fa_1: 7
a211oi_1: 1
a21o_1: 1
inv_1: 18
ha_1: 15
nor2_1: 1
nor2b_4: 1
a21oi_1: 3
xor2_2: 1
nand3_1: 1
o31a_1: 1
o32ai_1: 1
o21a_1: 1
o21ai_0: 2
nand2_1: 2
or3_1: 1
o21bai_1: 1
a311oi_1: 1
No activity file was given, so power comes from the tool's default toggle rates.
