**flow/config.mk**
```make
export PLATFORM = sky130hd
export DESIGN_NAME = CSA
export DESIGN_NICKNAME = CSA
export VERILOG_FILES = /design/flow/design.v
export SDC_FILE = /design/flow/constraint.sdc
export NUM_CORES = 4
export LEC_CHECK = 1
export CORE_AREA = 10 10 70 70
export DIE_AREA = 0 0 80 80
```
**flow/constraint.sdc**
```tcl
current_design CSA

set clk_period 1.9
set clk_io_pct 0.2

create_clock -name clk0 -period $clk_period

set non_clock_inputs [all_inputs -no_clocks]
set_input_delay [expr $clk_period * $clk_io_pct] -clock clk0 $non_clock_inputs
set_output_delay [expr $clk_period * $clk_io_pct] -clock clk0 [all_outputs]
```
**flow/design.v**
```verilog
`timescale 1ns / 1ps
module CSA(
    input [3:0] a,b,c,
    output [4:0]Sum,
    output Cout
    );
	 wire [3:1]s;
	 wire [6:0]ic;
	 Full_adder fa0(.a(a[0]), .b(b[0]), .Cin(c[0]), .Sum(Sum[0]), .Cout(ic[0]));
	 Full_adder fa1(.a(a[1]), .b(b[1]), .Cin(c[1]), .Sum(s[1]), .Cout(ic[1]));
	 Full_adder fa2(.a(a[2]), .b(b[2]), .Cin(c[2]), .Sum(s[2]), .Cout(ic[2]));
	 Full_adder fa3(.a(a[3]), .b(b[3]), .Cin(c[3]), .Sum(s[3]), .Cout(ic[3]));
	 Full_adder fa4(.a(ic[0]), .b(s[1]), .Cin(1'b0), .Sum(Sum[1]), .Cout(ic[4]));
	 Full_adder fa5(.a(ic[1]), .b(s[2]), .Cin(ic[4]), .Sum(Sum[2]), .Cout(ic[5]));
	 Full_adder fa6(.a(ic[2]), .b(s[3]), .Cin(ic[5]), .Sum(Sum[3]), .Cout(ic[6]));
	 Full_adder fa7(.a(ic[3]), .b(1'b0), .Cin(ic[6]), .Sum(Sum[4]), .Cout(Cout));
endmodule
module Full_adder(
    input a,b,Cin,
    output Cout,Sum
    );
	 assign Sum = a ^ b^ Cin;
	 assign Cout = (a&b) | (b&Cin) | (Cin&a);
endmodule
```
**flow/run.sh**
```bash
#!/bin/bash
# OpenROAD 26Q1-2900-gdf79404cd8, Yosys 0.63+post, stock flow scripts
make -C /OpenROAD-flow-scripts/flow DESIGN_CONFIG=/design/flow/config.mk WORK_HOME=/design/flow/orfs finish
```
==> results_tabular.tex <==
% Table of physical implementation metrics
\begin{tabular}{lr}
\hline
Metric & Value \\
\hline
\multicolumn{2}{l}{\textbf{Status}} \\
Status & finished with violations \\
Violated checks & setup timing \\
\multicolumn{2}{l}{\textbf{Route}} \\
Routed len/inst & between 6 and 7 microns \\
Number of optimization iterations in the first detailed-route pass & 1 \\
DRC errors left & 0 \\
Iteration-0 DRC Markers & 0 \\
Ratio of routed vias to standard cells & 2.31 \\
Total via count in the routed design & about 210 \\
Antenna diode count & 0 \\
Antenna viol nets, final & 0 \\
Total wire length after detailed routing & 576 microns \\
\multicolumn{2}{l}{\textbf{Floorplanning}} \\
Standard-cell rows & 21 \\
FP Core Util & approximately 7\% \\
Overall die height & roughly 80 microns \\
X dimension of the die & around 80 microns \\
Core box area & around 3400 sq um \\
DIE AREA & 6400 sq um \\
Ports & 18 \\
\multicolumn{2}{l}{\textbf{Timing}} \\
Unrepaired setup endpoints after global routing & yes \\
Fin crit share & 137\% \\
Post-route minimum period & 2.60 ns \\
Max-slew headroom at the worst pin & around nine tenths \\
Number of failing hold endpoints at the final stage & 0 \\
Max Freq & 384 MHz \\
Final Max Tran Viols & 0 \\
Actual slew at the worst max-slew pin & $\sim$0.13 ns \\
Setup-violating endpoint count in the final report & 4 \\
Crit path setup slack, layout & -0.701 ns \\
\multicolumn{2}{l}{\textbf{Setup path}} \\
Kind of critical path & in2out \\
Data required time at the worst endpoint & 1.52 ns \\
CP Capture Type & output port \\
CP arrival & about 2.2 ns \\
Maximum fanout encountered on the critical timing path & 1 \\
Critical Path Start Type & input pin \\
\multicolumn{2}{l}{\textbf{Placement}} \\
DPL Wire Length & between 500 and 600 microns \\
\# port buffers & 18 \\
Dpl cell area & 462 sq um \\
Gpl congestion & approximately 0.74 \\
Post-place setup slack & -1.58 ns \\
\multicolumn{2}{l}{\textbf{Flow run}} \\
Number of OpenROAD warnings & 35 \\
Max-cap violation count & 0 \\
\multicolumn{2}{l}{\textbf{Yosys}} \\
Mapped Area & around 250 sq um \\
Top-area cell share & about half \\
Most common cell in the synthesized netlist & inv\_1 \\
Synth Warn \# & 0 \\
Largest area contributor in the synthesized netlist & fa\_1 \\
Most frequent cells after synthesis & 17 x inv\_1, 6 x fa\_1, 5 x buf\_4, 2 x ha\_1 \\
Number of cell instances after yosys synthesis & 30 \\
Chip Area, Yosys & between 200 and 250 sq um \\
Mean post-synth cell area & 8.22 sq um \\
Post-synth cell types & 4 \\
Post-synth seq share & 0\% \\
Cell types occupying the most area after synthesis & fa\_1 49\%, inv\_1 26\%, buf\_4 15\% \\
Gate count after technology mapping & 30 \\
\multicolumn{2}{l}{\textbf{Finish}} \\
Sequential cell area & 0 sq um \\
Proportion of layout cells with a drive suffix above 1 & just over 60\% \\
Area of all placed cells without fillers & 459 sq um \\
Area Growth Syn to Fin & 86.3\% \\
Clkbuf count & 0 \\
Flip-flops & 0 \\
Fill count & about 400 \\
\multicolumn{2}{l}{\textbf{Clock network}} \\
Setup Buffers After CTS & 0 \\
Hold\_buf cts & 0 \\
\multicolumn{2}{l}{\textbf{Global routing}} \\
Global-route wire length before repair & around 1000 microns \\
Total congestion overflow after global routing & 0 \\
Pin count of the biggest net entering global routing & 2 \\
Total Routing Usage GR & around 1.9\% \\
Initial antenna violation count & 0 \\
Number of global-route vias before repair & approximately 250 \\
\multicolumn{2}{l}{\textbf{Min path}} \\
Class of the tightest hold or removal check & in2out \\
Worst Hold Depth & 5 \\
\multicolumn{2}{l}{\textbf{Pwr}} \\
P\_leak & about 0.22 nW \\
Worst vdd ir & slightly above 100 uV \\
Total power density per cell area & 303 nW/um\^{}2 \\
\hline
\end{tabular}
worst paths after layout:
path	from	to	slack [ns]
worst max-delay path	b[2]	Sum[4]	-0.70
worst min-delay path	a[0]	Sum[0]	1.35
power by group:
group / switching, mW / leakage (nW) / internal, mW / total [mW]
Combinational: 0.0565 / 0.220 / 0.0825 / 0.139
Clock: 0 / 0 / 0 / 0
Sequential: 0 / 0 / 0 / 0
cell families (layout without fill, tap and decap cells):
family / after synthesis / count (layout) / share of synthesized area (%)
adder cells (fa/ha/maj): 8 / 8 / 58.9
buffers and inverters: 22 / 35 / 41.1
critical path, cell delays in order:
cell and delay [ns]:
dlygate4sd2_1 0.23, inv_1 0.07, fa_1 0.46, fa_2 0.39
fa_2 0.34, inv_2 0.07, ha_4 0.18, buf_2 0.10
final cells by class:
class / instances / area [sq um] / area share [%]
Inverter: 17 / 71.3 / 15.5
Multi-Input combinational cell: 8 / 178 / 38.7
Tap cell: 46 / 57.6 / 12.5
Timing Repair Buffer: 18 / 153 / 33.2
what timing repair did:
item | 4_1_cts | 5_1_grt
resized | 45 | 9
pin swaps | 7 | 5
setup endpoints to repair | 6 | 5
gates cloned | 0 | 0
per-layer routing:
layer / vias to the layer above / GRT usage, % / share of wire, %
li1: 96 / - / -
met1: 92 / 2.34 / 42
met4: 0 / 0 / 0
met3: 0 / 1.70 / 30
met5: - / 0 / 0
met2: 18 / 2.49 / 28
metrics by stage:
stage | std cells | TNS, ns | total power, mW | hold slack, ns | util [%]
6_report | 89 | -2.28 | 0.139 | 1.35 | 13.4
5_1_grt | 89 | -2.63 | 0.167 | 1.38 | 13.4
4_1_cts | 89 | -2.70 | 0.138 | 1.42 | 13.3
3_5_place_dp | 89 | -7.01 | 0.158 | 1.81 | 13.5
3_3_place_gp | 89 | -6.92 | 0.153 | 1.80 | 13.5
2_1_floorplan | 30 | -1.75 | 0.0872 | 0.998 | -
layout by cell type, fill, tap and decap left out:
cell and n:
fa_2 3, inv_1 5, inv_8 1, clkdlybuf4s50_1 3, buf_2 4, ha_4 2, buf_6 2, fa_1 3
inv_2 11, dlygate4sd2_1 4, clkbuf_2 2, clkdlybuf4s15_1 2, buf_8 1
No activity file was given, so power comes from the tool's default toggle rates.
